===== run.sh =====
#!/bin/bash
# OpenROAD 26Q1-2900-gdf79404cd8, Yosys 0.63+post, stock flow scripts
make -C /OpenROAD-flow-scripts/flow DESIGN_CONFIG=/design/flow/config.mk WORK_HOME=/design/flow/orfs finish

===== constraint.sdc =====
current_design reg32

set clk_period 4.4
set clk_io_pct 0.2

create_clock -name clk0 -period $clk_period [get_ports {clk}]

set non_clock_inputs [all_inputs -no_clocks]
set_input_delay [expr $clk_period * $clk_io_pct] -clock clk0 $non_clock_inputs
set_output_delay [expr $clk_period * $clk_io_pct] -clock clk0 [all_outputs]

===== design.v =====
module reg32 (
	clk,
	rst_n,
	cpu_req_addr,   
	cpu_req_datain,
	cpu_req_dataout,
	cpu_req_rw,
	cpu_req_valid,
	cache_ready,    
	mem_req_addr,   
	mem_req_datain,
	mem_req_dataout,
	mem_req_rw,
	mem_req_valid,
	mem_req_ready,
	cpu_req_addr_reg,
	tagmem_enable,
	hitcount,
	tag_mem_entry
	);
parameter IDLE        = 2'b00;
parameter COMPARE_TAG = 2'b01;
parameter ALLOCATE    = 2'b10;
parameter WRITE_BACK  = 2'b11;
input clk;
input rst_n;
input [3:0] cpu_req_addr;
input [7:0] cpu_req_datain;
output [7:0] cpu_req_dataout;
input cpu_req_rw;  
input cpu_req_valid;
output [3:0] mem_req_addr;
input [7:0] mem_req_datain;
output [7:0] mem_req_dataout;
output mem_req_rw;
output mem_req_valid;
input mem_req_ready;
output [3:0]tag_mem_entry;
output cache_ready;
output reg[3:0]hitcount;
reg [3:0] tag_mem [3:0];
reg [7:0] data_mem [3:0];
reg [1:0] present_state, next_state;
reg [7:0] cpu_req_dataout, next_cpu_req_dataout;
reg [7:0] cache_read_data;
reg cache_ready, next_cache_ready;
reg [3:0] mem_req_addr, next_mem_req_addr;
reg mem_req_rw, next_mem_req_rw;
reg mem_req_valid, next_mem_req_valid;
reg [7:0] mem_req_dataout, next_mem_req_dataout;
reg write_datamem_mem;  
reg write_datamem_cpu;  
output reg tagmem_enable;
reg valid_bit, dirty_bit;
output reg [3:0] cpu_req_addr_reg;
reg[3:0] next_cpu_req_addr_reg;
reg [7:0] cpu_req_datain_reg, next_cpu_req_datain_reg;
reg cpu_req_rw_reg, next_cpu_req_rw_reg;
wire [1:0] cpu_addr_tag;
wire [1:0] cpu_addr_index;
wire [7:0] data_mem_entry;
wire hit;
assign cpu_addr_tag         = cpu_req_addr_reg[3:2];
assign cpu_addr_index       = cpu_req_addr_reg[1:0];
assign tag_mem_entry  = tag_mem[cpu_addr_index];
assign data_mem_entry = data_mem[cpu_addr_index];
assign hit = tag_mem_entry[3] && (cpu_addr_tag == tag_mem_entry[1:0]);
integer i;
always @ (posedge clk )
begin
  if(!rst_n)
  begin
	 for (i = 0; i < 4; i = i + 1) begin
        tag_mem[i] <= 4'b0;  
        data_mem[i] <= 8'b0;
    end
	present_state   	<= IDLE;
	cpu_req_dataout 	<= 4'd0;
	cache_ready     	<= 1'b0;
	mem_req_addr    	<= 4'd0;
	mem_req_rw      	<= 1'b0;
	mem_req_valid   	<= 1'b0;
	mem_req_dataout 	<= 8'd0;
	cpu_req_addr_reg	<= 1'b0;
	cpu_req_datain_reg  	<= 8'd0;
	cpu_req_rw_reg  	<= 1'b0;
  end
  else
  begin
    	tag_mem[cpu_addr_index]  <= tagmem_enable ? {valid_bit,dirty_bit,cpu_addr_tag} : tag_mem[cpu_addr_index];
   	data_mem[cpu_addr_index] <= write_datamem_mem ? mem_req_datain : write_datamem_cpu ? cpu_req_datain_reg : data_mem[cpu_addr_index];
	present_state   	<= next_state;
	cpu_req_dataout 	<= next_cpu_req_dataout;
	cache_ready     	<= next_cache_ready;
	mem_req_addr    	<= next_mem_req_addr;
	mem_req_rw      	<= next_mem_req_rw;
	mem_req_valid   	<= next_mem_req_valid;
	mem_req_dataout 	<= next_mem_req_dataout;
	cpu_req_addr_reg	<= next_cpu_req_addr_reg;
	cpu_req_datain_reg  	<= next_cpu_req_datain_reg;
	cpu_req_rw_reg  	<= next_cpu_req_rw_reg;
  end
 end
always @ (*)
begin
write_datamem_mem    = 1'b0;
write_datamem_cpu    = 1'b0;
valid_bit            = 1'b0;
dirty_bit            = 1'b0;
tagmem_enable        = 1'b0;
next_state           = present_state;
next_cpu_req_dataout = cpu_req_dataout;
next_cache_ready     = 1'b1;
next_mem_req_addr    = mem_req_addr;
next_mem_req_rw      = mem_req_rw;
next_mem_req_valid   = mem_req_valid;
next_mem_req_dataout = mem_req_dataout;
next_cpu_req_addr_reg  = cpu_req_addr_reg;
next_cpu_req_datain_reg  = cpu_req_datain_reg;
next_cpu_req_rw_reg  = cpu_req_rw_reg;
case(present_state)
  IDLE:
  begin
    if (cpu_req_valid)
    begin
    next_cpu_req_addr_reg  = cpu_req_addr;
    next_cpu_req_datain_reg  = cpu_req_datain;
    next_cpu_req_rw_reg  = cpu_req_rw;
    next_cache_ready = 1'b0;  
    next_state = COMPARE_TAG;
    end
    else
    next_state = present_state;
  end
  COMPARE_TAG:
  begin
    if (hit & !cpu_req_rw_reg)  
    begin
    next_cpu_req_dataout = data_mem_entry;
    next_state = IDLE;
    end
    else if (!cpu_req_rw_reg)  
    begin
    next_cache_ready = 1'b0;  
	  if (!tag_mem_entry[2])  
	  begin
	  next_mem_req_addr = cpu_req_addr_reg;
	  next_mem_req_rw = 1'b0;
	  next_mem_req_valid = 1'b1;
	  next_state = ALLOCATE;
	  end
	  else 					   
	  begin
	  next_mem_req_addr = {tag_mem_entry[1:0],cpu_addr_index};  
	  next_mem_req_dataout = data_mem_entry;
	  next_mem_req_rw = 1'b1;
	  next_mem_req_valid = 1'b1;
	  next_state = WRITE_BACK;
	  end
    end
    else  
    begin
	  if (tag_mem_entry[2])  
	  begin
          next_cache_ready = 1'b0;  
	  next_mem_req_addr = {tag_mem_entry[1:0],cpu_addr_index}; 
	  next_mem_req_dataout = data_mem_entry;
	  next_mem_req_rw = 1'b1;
	  next_mem_req_valid = 1'b1;
	  next_state = WRITE_BACK;
	  end
          else
	  begin
          valid_bit = 1'b1;
          dirty_bit = 1'b1;
          tagmem_enable = 1'b1;
          write_datamem_cpu = 1'b1;
          next_state = IDLE;
	  end
  end
  end
  ALLOCATE:
  begin
  next_mem_req_valid = 1'b0;
  next_cache_ready = 1'b0;  
	if(!mem_req_valid && mem_req_ready)	 
	begin
	write_datamem_mem = 1'b1;  
    	valid_bit = 1'b1;	 
    	dirty_bit = 1'b0;
    	tagmem_enable = 1'b1;
	next_state = COMPARE_TAG;
	end
	else
	begin
	next_state = present_state;
	end
  end
  WRITE_BACK:
  begin
  next_cache_ready = 1'b0;  
  next_mem_req_valid = 1'b0;
	if(!mem_req_valid && mem_req_ready)   
	begin
	valid_bit = 1'b1;
	dirty_bit = 1'b0;
	tagmem_enable = 1'b1;
	next_mem_req_addr = cpu_req_addr_reg;
	next_mem_req_rw = 1'b0;
	next_mem_req_valid = 1'b1;
        next_state = cpu_req_rw_reg ? COMPARE_TAG : ALLOCATE;
	end
	else
	begin
	next_state = present_state;
	end
  end
endcase
end
always@(posedge clk)
begin
if ((hit)&(cpu_req_addr!=0))
begin
hitcount<=hitcount+1;
end
end
endmodule 

===== config.mk =====
export PLATFORM = sky130hd
export DESIGN_NAME = reg32
export DESIGN_NICKNAME = reg32
export VERILOG_FILES = /design/flow/design.v
export SDC_FILE = /design/flow/constraint.sdc
export NUM_CORES = 4
export LEC_CHECK = 1
export CORE_UTILIZATION = 30

==> results.txt <==
State of the implementation.

- The CTS report gives the tree buffer count as 9.
- The instance count on the critical path is 4, for reference.
- The endpoint class of the critical path is an output pin, for reference.
- Overall power consumption after layout is estimated at 0.00226 W.
- The warning tally printed by Yosys for this design is 1.
- The total number of clock tree sinks is ~94, for reference.
- The worst path in the final design needs a cycle of 3.35 ns, including I/O delays and setup.
- The clock insertion delay at the later pin of the skew report is roughly 0.35 ns, for reference.
- The share of the clock period used by the worst path is 0.762, for reference.
- The die extent in x is 120 um, for reference.
- The report lists the cells along the critical path as buf_4 -> mux4_2 -> o32ai_4 -> clkdlybuf4s50_1.
- The most common logic cell in the final layout is sky130_fd_sc_hd__nor2_1.
- The count of buffering cells on the critical path with inverters included is 2, for reference.
- Switching power as a fraction of the total was reported as 0.260.
- STA puts the critical path data arrival time at 2.47 ns.
- The clock-pin transition on the worst setup and hold timing paths is 0.07 ns, for reference.
- The via count of the first global-routing pass is 2904.
- Across all layers, the routed design uses 2911 vias.
- In this run the core area contains 42 standard-cell rows.
- The area fraction in mux cells is 0.174, for reference.
- Per the timing report, the most critical flop-to-flop path finishes at data_mem[2][5].
- The critical path's slowest cell is sky130_fd_sc_hd__mux4_2, for reference.
- The detailed-router iteration count before antenna repair is 5, for reference.
- The OpenROAD warning count is 25, for reference.
- After layout, the setup clock skew is reported as 0.00819 ns.
- The fraction of synthesis flops using an asynchronous set or reset pin is 0, for reference.
- The floorplan die height is 120 um, for reference.
- The fraction of the mapped netlist area in compound gates is 0.0628, for reference.
- The average cell area after synthesis is 11.8 sq um, for reference.
- The timing report gives the worst reg2reg path a setup slack of 1.61 ns.
- In this run the static leakage power is 1.93 nW.
- The sequential share of the synthesized area is 0.574, for reference.
- Synthesis handed over a netlist of 355 instances.
- After clock tree synthesis, the flow added hold-fix buffers numbering 0.
- The final timing report lists a max-slew violation count of 0.
- The cell family contributing the most delay on the critical path is buffers and inverters, for reference.
- The global-route congestion overflow total is 0, for reference.
- The register with the most flip-flops in the layout has 32 of them.
- The most critical min-delay path falls under reg2reg.
- The layout stage reports a final design area of 0.00523 sq mm.
- The share of total power dissipated in sequential elements is 0.472.
- For reference, the most critical setup path is categorized as reg2out.
- The total power per unit cell area is 432 mW/mm^2, for reference.
- From the final report, the count of setup violators was given as 0.
- In this run, the synthesized area fraction spent on and/or/nand/nor cells is recorded as 0.146.
- The transition at the pin with the smallest max-transition slack is 0.837 ns, for reference.
- Summed over all nets, the half-perimeter wirelength after detailed placement is 6.63 mm.
- The most common flop cell mapped by yosys is sky130_fd_sc_hd__edfxtp_1, for reference.
- The detailed router finished its first iteration with 217 violations.
- The total I/O pin count is 61, for reference.
- Adding up every negative setup slack in the final design gives 0 ns.
- The cell count of the worst reg-to-reg path is 6, for reference.
- The core utilization before placement is 0.312, for reference.
- The standard cell area after detailed placement is just under 0.005 sq mm, for reference.
- The total detailed-routing wirelength is slightly below 10 mm, for reference.
- The max-slew check reports its worst relative slack as 0.441.
- TritonCTS built the clock tree.
- After synthesis, the netlist uses 45 different library cells.
- The count of H-tree levels built during CTS is 3, for reference.
- The flow ran to the end, and the final reports show no timing, DRC or antenna violations.
- The final weighted congestion recorded by global placement is 0.838.
- The maximum count of clock buffers along a single path is 2, for reference.
- Once detail routing completed, the nets flagged for antenna violations numbered 0.
- Gates resized during post-CTS repair numbered 0.
- The number of maximum-capacitance violations is 0, for reference.
- The clock network power share is 0.344, for reference.
- The vias per cell is 4.93, for reference.
- 0 antenna diodes ended up in the layout.
- Entering global routing, the biggest net connects 41 pins.
- The core region is 0.0134 sq mm.
- The layout summary lists the proportion of cells stronger than drive strength 1 as 0.130.
- The number of cells in Yosys stat is between 300 and 400, for reference.
- Of the total power, combinational logic draws 0.184.
- STA puts the critical path data required time at between 3 and 4 ns.
- IR analysis of the VDD net gives a maximum drop of 0.202 mV.
- The longest individual stage delay on the worst path is 0.69 ns, for reference.
- For this run, the chip area from Yosys synthesis comes to between 0.004 and 0.005 sq mm.
- The post-route DRC violation count is 0, for reference.
- The startpoint type of the worst setup path is a flip-flop, for reference.
- The combined area of all synthesized cells is 0.00418 sq mm, for reference.
- Ranking logic cells in the layout by count gives the top entries 68 x sky130_fd_sc_hd__nor2_1, 60 x sky130_fd_sc_hd__clkdlybuf4s50_1, 52 x sky130_fd_sc_hd__edfxtp_1, 42 x sky130_fd_sc_hd__dfxtp_1, 29 x sky130_fd_sc_hd__nand2_1.
- Per the placement log, port buffering inserted 60 buffers.
- The switching power total is 0.000587 W, for reference.
- The worst setup path endpoint is tagmem_enable, for reference.
- The first-pass GRT wire length is ~15 mm, for reference.
- The flip-flop and latch count after synthesis is around 94, for reference.
- The area fraction in xor and xnor cells is 0.00837, for reference.
- data_mem holds more flip-flops than any other register.
- Setup repair after global routing left no endpoint under its margin.
- The total routing resource utilization after global routing is 0.144, for reference.
- In this run, the synthesized area fraction spent on adder and majority cells is recorded as 0.00299.
- The count of library flops with an enable pin is 52, for reference.
- Final hold analysis gives a worst-case slack of 0.459 ns.
- Counting endpoints that fail hold in the final report gives 0.
- The initial antenna violation count is 0, for reference.
- For reference, the top logic cell family by area is multiplexers.
- Compared with the post-synthesis result, the final layout area differs by 25.1%.
- The fraction of the core area covered by cells at the end of the flow is 0.391, for reference.
- Based on the critical path, the design can be clocked at up to about 0.3 GHz.
- Along the worst path, the maximum fanout reaches 12.
- The power report lists cell-internal power as about 0.0017 W.
- The number of setup buffers added after CTS is 0, for reference.
- The largest registers in the layout are data_mem x32, tag_mem x16.
- Per the CTS log, the root buffer master is sky130_fd_sc_hd__clkbuf_16.
- After detailed routing, the average wire length per cell comes to ~16 um.
- The area of the die is 0.0144 sq mm, for reference.
## power by group through the flow
stage                 Clock, W  Combinational [W]  Sequential, W
after CTS             0.000797           0.000421        0.00107
after global routing  0.000833           0.000460        0.00108
final                 0.000778           0.000415        0.00107
## synth_stat cells (6+ instances only)
cell	n	area [sq um]
sky130_fd_sc_hd__mux4_2	9	203
sky130_fd_sc_hd__clkbuf_1	12	45.0
sky130_fd_sc_hd__mux2i_1	23	230
sky130_fd_sc_hd__a21oi_1	17	85.1
sky130_fd_sc_hd__mux2_2	12	135
sky130_fd_sc_hd__nor2_1	68	255
sky130_fd_sc_hd__mux2i_2	6	82.6
sky130_fd_sc_hd__inv_1	7	26.3
sky130_fd_sc_hd__dfxtp_1	42	841
sky130_fd_sc_hd__o21ai_0	13	65.1
sky130_fd_sc_hd__nand3_1	11	55.1
sky130_fd_sc_hd__nand2_1	29	109
sky130_fd_sc_hd__edfxtp_1	52	1560
sky130_fd_sc_hd__nor3_1	7	35.0
## how the worst min path moves through the flow
stage                                 to  depth (start not counted)  slack (ns)          startpoint
after CTS             cpu_req_dataout[0]                          2        0.46  cpu_req_dataout[0]
after global routing  cpu_req_dataout[5]                          2        0.49  cpu_req_dataout[5]
final                 cpu_req_dataout[0]                          2        0.46  cpu_req_dataout[0]
## stage by stage
stage / setup slack [ns] / cells
floorplan: 1.92 / 355
global placement: 1.15 / 575
detailed placement: 1.16 / 575
CTS: 0.991 / 591
global route: 0.927 / 591
finish: 1.05 / 591
## layout make-up
| class | count | area (sq um) |
|---|---|---|
| clock inverters | 6 | 68.8 |
| multi-input cells | 233 | 1650 |
| well taps | 176 | 220 |
| flip-flops and latches | 94 | 2400 |
| fillers | 1260 | 8170 |
| clock buffers | 10 | 229 |
| inverters | 7 | 26.3 |
| repair buffers | 65 | 638 |
## cell families (layout without fill, tap and decap cells)
| kind of cell | after synthesis | after routing |
|---|---|---|
| muxes | 53 | 53 |
| and+or+nand+nor | 134 | 134 |
| AOI/OAI and AO/OA | 41 | 41 |
| buffers and inverters | 28 | 88 |
| adders and majority gates | 1 | 1 |
| DFF | 94 | 94 |
| xor gates and xnor gates | 4 | 4 |
## worst reg2reg max path, cell delays in order, from the launching register on
cell and delay (ns):
sky130_fd_sc_hd__dfxtp_1 0.31, sky130_fd_sc_hd__buf_4 0.24, sky130_fd_sc_hd__mux4_2 0.69, sky130_fd_sc_hd__nor3_4 0.50, sky130_fd_sc_hd__mux2_2 0.41, sky130_fd_sc_hd__mux2i_1 0.30, sky130_fd_sc_hd__nor2_1 0.09
## routing by layer
metal	share of wire	routed length (um)	track usage	vias up
met5	0	0	0	-
met1	0.42	4040	0.200	1380
met2	0.45	4300	0.214	123
li1	-	-	-	1395
met3	0.11	1060	0.0675	13
met4	0.022	207	0.0297	0
No activity file was given, so power comes from the tool's default toggle rates.
